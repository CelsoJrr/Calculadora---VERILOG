==> design.v <==
module bin2bcd(
  input [13:0] bin,
   output reg [15:0] bcd
   );
integer i;
always @(bin) begin
    bcd=0;		 	
    for (i=0;i<14;i=i+1) begin
    if (bcd[3:0] >= 5) bcd[3:0] = bcd[3:0] + 3;
	if (bcd[7:4] >= 5) bcd[7:4] = bcd[7:4] + 3;
	if (bcd[11:8] >= 5) bcd[11:8] = bcd[11:8] + 3;
	if (bcd[15:12] >= 5) bcd[15:12] = bcd[15:12] + 3;
	bcd = {bcd[14:0],bin[13-i]};
    end
end
endmodule
module BCDto7SEGMENT( a, b, c, d, e, f, g, D, C, B, A);
output a, b, c, d, e, f, g;
input D, C, B, A;
reg  [6:0] SeteSegmentos;
always @(*)
    begin
        case({D, C, B, A})
            4'b0000: SeteSegmentos = 7'b1111110;
            4'b0001: SeteSegmentos = 7'b0110000;
            4'b0010: SeteSegmentos = 7'b1101101;
            4'b0011: SeteSegmentos = 7'b1111001;
            4'b0100: SeteSegmentos = 7'b0110011;
            4'b0101: SeteSegmentos = 7'b1011011;
            4'b0110: SeteSegmentos = 7'b0011111;
            4'b0111: SeteSegmentos = 7'b1110000;
            4'b1000: SeteSegmentos = 7'b1111111;
            4'b1001: SeteSegmentos = 7'b1110011;
            default: SeteSegmentos = 7'b0000000;
        endcase
    end
assign {a, b, c, d, e, f, g} = SeteSegmentos;
endmodule
module Ula (a,b,mode,result, ledAlerta);
    input [3:0] a;      
    input [3:0] b;           
  	input [1:0] mode; 
  output reg [13:0]result; 
  output reg ledAlerta;
  always @(a or b or mode) begin
    ledAlerta = 1'b0;
        case (mode)
            2'b00: begin 
              result = a + b; 
            end
            2'b01: begin
              if ( a >= b)result = a - b ; 
              else begin
                ledAlerta = 1'b1;
                result =  b - a;
              end
            end
            2'b10: begin 
                result = a * b;
            end
          	2'b11: begin
              if(b != 0) begin
                result = a / b;            
                end else begin 
                  ledAlerta = 1'b1;
                  result = 0; 
                end 
            end 
        endcase
  end
endmodule
module FSM(clock, switch_00, switch_01, switch_02, switch_03, switch_10, switch_11, switch_12, switch_13, btn_reset, btn_modo, btn_res,
led_alerta, led_modo0, led_modo1, led_modo2, led_modo3, 
display00, display01, display02, display03, display10, display11, display20, display21);
input clock, switch_00, switch_01, switch_02, switch_03, switch_10, switch_11, switch_12, switch_13, btn_reset, btn_modo, btn_res;
output led_alerta, led_modo0, led_modo1, led_modo2, led_modo3;
output [6:0] display00, display01, display02, display03, display10, display11, display20, display21;
reg EstadoAtual, EstadoFuturo;
reg [13:0] input1;
reg [13:0] input2;
reg [1:0] modoAtual;
reg [1:0] modoFuturo;
wire [13:0] resultado;
wire [15:0] bcd_res;
wire [15:0] bcd_input1;
wire [15:0] bcd_input2;
reg [6:0] di00, di01, di02, di03;
reg [6:0] di10, di11;
reg [6:0] di20, di21;
reg [6:0] difuturo00, difuturo01, difuturo02, difuturo03;
wire [6:0] res00, res01, res02, res03;
wire [6:0] res10, res11;
wire [6:0] res20, res21;
reg ledAlertaFuturo, ledAlertaAtual;
reg pressionado;
wire ledAlertaUla;
  BCDto7SEGMENT result1(res00[6], res00[5], res00[4], res00[3], res00[2], res00[1], res00[0], bcd_res[3],bcd_res[2], bcd_res[1], bcd_res[0]);  
  BCDto7SEGMENT result2(res01[6], res01[5], res01[4], res01[3], res01[2], res01[1], res01[0], bcd_res[7],bcd_res[6], bcd_res[5], bcd_res[4]);   
  BCDto7SEGMENT result3(res02[6], res02[5], res02[4], res02[3], res02[2], res02[1], res02[0], bcd_res[11],bcd_res[10], bcd_res[9], bcd_res[8]);
  BCDto7SEGMENT result4(res03[6], res03[5], res03[4], res03[3], res03[2], res03[1], res03[0], bcd_res[15],bcd_res[14], bcd_res[13], bcd_res[12]);
  BCDto7SEGMENT number1_1(res10[6], res10[5], res10[4], res10[3], res10[2], res10[1], res10[0], bcd_input1[3],bcd_input1[2], bcd_input1[1], bcd_input1[0]);
  BCDto7SEGMENT number1_2(res11[6], res11[5], res11[4], res11[3], res11[2], res11[1], res11[0], bcd_input1[7],bcd_input1[6], bcd_input1[5], bcd_input1[4]);  
  BCDto7SEGMENT number2_1(res20[6], res20[5], res20[4], res20[3], res20[2], res20[1], res20[0], bcd_input2[3],bcd_input2[2], bcd_input2[1], bcd_input2[0]);
  BCDto7SEGMENT number2_2(res21[6], res21[5], res21[4], res21[3], res21[2], res21[1], res21[0], bcd_input2[7],bcd_input2[6], bcd_input2[5], bcd_input2[4]);
Ula ula(input1, input2, modoAtual, resultado, ledAlertaUla);
bin2bcd number1(input1, bcd_input1);
bin2bcd number2(input2, bcd_input2);
bin2bcd resultDisplay(resultado, bcd_res); 
parameter
    EscolhendoModo = 1'b0,
    MostraResultado = 1'b1;
  always @(posedge clock)
begin
    atualizaEventos;
  if(~btn_reset)
	begin
        modoAtual <= 2'b00;
        EstadoAtual <= EscolhendoModo;
        limpaVisor;
	end
    else
    begin
        modoAtual <= modoFuturo;
        EstadoAtual <= EstadoFuturo;
        atualizaVisor;
    end
end
assign display10 = di10;
assign display11 = di11;
assign display20 = di20;
assign display21 = di21;
assign display00 = di00;
assign display01 = di01;
assign display02 = di02;
assign display03 = di03; 
assign led_modo3 = modoAtual >= 2'b11;
assign led_modo2 = modoAtual >= 2'b10;
assign led_modo1 = modoAtual >= 2'b01;
assign led_modo0 = 1'b1;  
assign led_alerta = ledAlertaAtual;
  always @(EstadoAtual or ~btn_modo or ~btn_res)
begin
    EstadoFuturo = EscolhendoModo;
    zeraDisplayFuturo;
    ledAlertaFuturo = 1'b0;
    case (EstadoAtual)
      EscolhendoModo: case({~btn_modo, ~btn_res})
        2'b00:
            begin
                EstadoFuturo = EstadoAtual;
                ledAlertaFuturo = ledAlertaAtual;
                mantemDisplayFuturo;
            end
        2'b01:
            begin
                EstadoFuturo = MostraResultado;
                ledAlertaFuturo = ledAlertaUla;
                aplicaDisplayFuturo;
            end
        2'b10:
            begin
                EstadoFuturo = EscolhendoModo;
            end
        default:
            begin
                EstadoFuturo = EstadoAtual;
                ledAlertaFuturo = ledAlertaAtual;
                mantemDisplayFuturo;
            end
        endcase
      MostraResultado: case({~btn_modo, ~btn_res})
        2'b00:
            begin
                EstadoFuturo = EstadoAtual;
                ledAlertaFuturo = ledAlertaAtual;
                mantemDisplayFuturo;
            end
        2'b01:
            begin
                EstadoFuturo = MostraResultado;
                ledAlertaFuturo = ledAlertaUla;
                aplicaDisplayFuturo;
            end
        2'b10:
            begin
                EstadoFuturo = MostraResultado;
            end
        default:
            begin
                EstadoFuturo = EstadoAtual;
                ledAlertaFuturo = ledAlertaAtual;
                mantemDisplayFuturo;
            end
        endcase
	endcase
end
always @(EstadoAtual or !btn_modo)
begin
	modoFuturo = modoAtual;
	if(!btn_modo && !pressionado)
		modoFuturo = modoAtual == 2'b11 ? 2'b00 : modoAtual + 1;
	pressionado = !btn_modo;
end
task zeraDisplayFuturo;
begin
    difuturo00 = 7'b0;
    difuturo01 = 7'b0;
    difuturo02 = 7'b0;
    difuturo03 = 7'b0;
end
endtask
task aplicaDisplayFuturo;
begin
    difuturo00 = res00;
    difuturo01 = res01;
    difuturo02 = res02;
    difuturo03 = res03;
end
endtask
task mantemDisplayFuturo;
begin
    difuturo00 = di00;
    difuturo01 = di01;
    difuturo02 = di02;
    difuturo03 = di03;
end
endtask
task atualizaEventos;
begin
    input1 <= {switch_03, switch_02, switch_01, switch_00};
    input2 <= {switch_13, switch_12, switch_11, switch_10};
    di10 <= res10;
    di11 <= res11;
    di20 <= res20;
    di21 <= res21;
	ledAlertaAtual <= ledAlertaFuturo;
end
endtask
task atualizaVisor;
begin
    di00 <= difuturo00;
    di01 <= difuturo01;
    di02 <= difuturo02;
    di03 <= difuturo03;
end
endtask
task limpaVisor;
begin
    di00 <= 7'b0;
    di01 <= 7'b0;
    di02 <= 7'b0;
    di03 <= 7'b0;
end
endtask
endmodule
==> run.sh <==
#!/bin/bash
# OpenROAD 26Q1-2900-gdf79404cd8, Yosys 0.63+post, stock flow scripts
make -C /OpenROAD-flow-scripts/flow DESIGN_CONFIG=/design/flow/config.mk WORK_HOME=/design/flow/orfs finish
==> config.mk <==
export PLATFORM = sky130hd
export DESIGN_NAME = FSM
export DESIGN_NICKNAME = FSM
export VERILOG_FILES = /design/flow/design.v
export SDC_FILE = /design/flow/constraint.sdc
export NUM_CORES = 4
export LEC_CHECK = 1
export CORE_AREA = 10 10 112 112
export DIE_AREA = 0 0 122 122
==> constraint.sdc <==
current_design FSM

set clk_period 5.1
set clk_io_pct 0.2

create_clock -name clk0 -period $clk_period [get_ports {clock}]

set non_clock_inputs [all_inputs -no_clocks]
set_input_delay [expr $clk_period * $clk_io_pct] -clock clk0 $non_clock_inputs
set_output_delay [expr $clk_period * $clk_io_pct] -clock clk0 [all_outputs]
==> results_dict.tcl <==
# implementation run metrics
set metrics [dict create \
    p_leak_uw 0.001331 \
    syn2layout_area_growth_pct 26.88 \
    viasPerCell 4.410 \
    yosys_cells 284 \
    finalClockSkew_ns 0.01279 \
    synth_flops 37 \
    wl_mm 5.727 \
    holdBufCountCts 0 \
    lay_top_cells "clkdlybuf4s50_1 (59), dfxtp_1 (37), ha_1 (28), a21oi_1 (23), inv_1 (21)" \
    fillers 1045 \
    arrival_ns 4.97 \
    met2WireLength_mm 2.368 \
    hold_start "input1[3]$_DFF_P_" \
    finalSetupViolCount 0 \
    critPathSlowestCell "fa_1" \
    layout_min_cycle_time_ns 4.788 \
    synth_cells 284 \
    syn_area_um2 2435 \
    wl_per_cell_um 12.37 \
    grt_pass1_vias 1970 \
    diodes 0 \
    grt_pass1_wl_mm 9.459 \
    layout-drive-gt1-share_pct 5.505 \
    dr.pass1.iters 4 \
    rsz0062_at_grt "no" \
    post_cts_buffers 0 \
    ys_seq_share_pct 30.42 \
    placedCellCount 455 \
    hpwl_mm 4.508 \
    htree_num_levels 2 \
    critPathLaunch "input1[0]$_DFF_P_" \
    finalCritPeriodShare_pct 93.87 \
    status "complete, no violations" \
    io_buffers 59 \
    async_reset_ff_share_pct 0 \
    clockBufferDepth 2 \
    fin_cells 463 \
    ys_chip_area_um2 2435 \
    fin_setup_tns_ns 0 \
    final_common_cell "clkdlybuf4s50_1" \
    ys.flop_type "dfxtp_1" \
    grt-ovfl-total 0 \
    hold_viol 0 \
    drc 0 \
    grt_usage_pct 7.505 \
    slew-limit-headroom_pct 57.55 \
    max_stage_delay_ns 0.46 \
    crit_family "adder cells" \
    cp-end-kind "flip-flop" \
    row_count 37 \
    yosysUniqueCellTypes 55 \
    dr.first_iter.drc_count 83 \
    worst_setup_path_start_kind "flip-flop" \
    clkSinkCount 37 \
    antenna_found_initial 0 \
    grt_max_degree 15 \
    die_w_um 122 \
    wl_met1_mm 2.644 \
    max_freq_mhz 208.9 \
    peakVddDrop_v 0.0001366 \
    hp-class "flip-flop to flip-flop" \
    fp_util_pct 23.80 \
    worstPathRequired_ns 5.28 \
    synth.avg_cell_area_um2 8.573 \
    maxCapViolations 0 \
    cts_root_buf "clkbuf_8" \
    top_layer "met4" \
    cp_max_fo 8 \
    worst_path_most_repeated_cell "ha_1" \
    warnings 37 \
    edf_count 0 \
    chip_area_um2 14880 \
    crit_chain "ha_1 > fa_1 > xor2_1 > inv_1 > ha_1 > inv_1 > ha_1 > a21o_1 > a31o_2 > xnor2_2 > inv_1 > ha_1 > or3_1 > a221oi_1 > a211o_2 > o211ai_1 > mux2_1 > a32o_1" \
    clk_latency_ns 0.30 \
    cts_tree "built" \
    core_um2 10230 \
    ys_warn_count 6 \
    ant_nets 0 \
    wl_met3_um 685 \
    via_count 2042 \
    critical_path_buf_inv_count 3 \
    path_clk_slew_ns 0.09 \
    place_congestion 0.9080 \
    critPathKind "flip-flop to flip-flop" \
    r2r-start "input1[0]$_DFF_P_" \
    worstMarginPinSlew_ns 0.6322 \
    io_pins 73 \
    slew_viol_final 0 \
    cts_made_buffers 5 \
    die_h_um 122 \
    p_per_area_nw_per_um2 327.5 \
]
## kinds of logic after synthesis
group / synth area share, %
AND-OR/OR-AND: 24.05
XOR/XNOR: 2.158
adder cells (fa/ha/maj): 15.21
buffers and inverters: 13.62
flip-flops: 30.42
multiplexers: 1.336
other: 0.3084
AND/OR/NAND/NOR: 12.90
## cells in the mapped netlist (2+ instances only)
| cell type | count | area, µm² |
|---|---|---|
| a211o_1 | 2 | 17.52 |
| a21o_1 | 8 | 60.06 |
| a21oi_1 | 24 | 120.1 |
| a22o_1 | 3 | 26.28 |
| a22oi_1 | 2 | 15.01 |
| a31oi_1 | 3 | 18.77 |
| a32o_1 | 2 | 20.02 |
| and2_1 | 3 | 18.77 |
| and3_1 | 2 | 12.51 |
| buf_4 | 32 | 240.2 |
| conb_1 | 2 | 7.510 |
| dfxtp_1 | 37 | 740.7 |
| ha_1 | 28 | 350.3 |
| inv_1 | 21 | 78.83 |
| nand2_1 | 19 | 71.32 |
| nand3_1 | 7 | 35.03 |
| nand4_1 | 2 | 12.51 |
| nor2_1 | 19 | 71.32 |
| nor2b_1 | 5 | 31.28 |
| nor3_1 | 2 | 10.01 |
| o211ai_1 | 3 | 22.52 |
| o21ai_0 | 14 | 70.07 |
| o221ai_1 | 2 | 17.52 |
| o22a_1 | 2 | 17.52 |
| o22ai_1 | 5 | 31.28 |
| or2_2 | 2 | 12.51 |
| xnor2_1 | 5 | 43.79 |
## final cells by class
type	instances	area [µm²]	area share (%)
clock buffers	5	68.82	2.228
clock inverters	3	25.02	0.8100
repair buffers	59	590.6	19.12
well taps	136	170.2	5.508
inverters	21	78.83	2.552
flip-flops and latches	37	740.7	23.98
multi-input cells	202	1415	45.81
## registers in the layout (all words and copies together), names as in the netlist
| name | cells |
|---|---|
| input1 | 4 |
| di20 | 7 |
| di01 | 6 |
| input2 | 4 |
| di21 | 1 |
| di10 | 7 |
| di00 | 7 |
| di11 | 1 |
## metrics by stage
step	util [%]	hold slack [ns]	worst slack (ns)	total power, µW	area [µm²]
final	30.19	0.4701	0.3125	1012	3089
after global routing	30.19	0.4883	0.01640	1095	3089
after CTS	30.08	0.4743	0.2370	1020	3078
after detailed placement	29.17	0.4510	0.2943	796.3	2984
after global placement	29.17	0.4522	0.4346	795.6	2984
after floorplan	-	0.4192	0.7059	639.3	2476
## power breakdown
group | internal (µW) | switching [µW] | total (µW)
logic | 229 | 210 | 439
clock network | 99.6 | 116 | 216
registers | 333 | 24.2 | 357
## timing repair
action                                  4_1_cts  5_1_grt
endpoints found under the hold margin         0        0
endpoints found under the setup margin        0        4
resized                                       0        2
## layer usage
layer | vias to the layer above | global-route usage (%)
met5 | - | 0
met4 | 0 | 0.6706
met3 | 2 | 3.099
met2 | 70 | 11.07
met1 | 919 | 10.50
li1 | 1051 | -
## worst reg2reg max path: stages, from the launching register on
cell and delay [ns]:
dfxtp_1 0.37, ha_1 0.26, fa_1 0.46, xor2_1 0.24
inv_1 0.19, ha_1 0.18, inv_1 0.04, ha_1 0.23
a21o_1 0.17, a31o_2 0.27, xnor2_2 0.22, inv_1 0.09
ha_1 0.29, or3_1 0.42, a221oi_1 0.26, a211o_2 0.23
o211ai_1 0.17, mux2_1 0.34, a32o_1 0.26
## path summary, 6_finish.rpt
| path | to | slack, ns | depth (start not counted) |
|---|---|---|---|
| max | di00[2]$_SDFFE_PN0P_ | 0.31 | 18 |
| min reg2reg | di11[6]$_DFF_P_ | 0.47 | 1 |
| max reg2reg | di00[2]$_SDFFE_PN0P_ | 0.31 | 18 |
| min | di11[6]$_DFF_P_ | 0.47 | 1 |
Power and IR drop assume default switching activity.
